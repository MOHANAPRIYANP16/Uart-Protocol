`/design/flow/design.v`:
```
`timescale 1ns/1ps
module baud #(parameter N = 100_000_000) (
    input clk ,
    input rst ,
    input [1:0] baud_fix,
    output reg clk_out1,
    output reg clk_out2 
);
 parameter  baud_rate_tx_9600 =N /9600;
 parameter baud_rate_rx_9600  =N/(9600*16);
 parameter  baud_rate_tx_19200 =N /19200;
 parameter baud_rate_rx_19200  =N/(19200*16);
 parameter  baud_rate_tx_57600 =N /57600;
 parameter baud_rate_rx_57600  =N/(57600*16);
 parameter  baud_rate_tx_115200 =N /115200;
 parameter baud_rate_rx_115200  =N/(115200*16);
 reg [31:0] baud_rate_tx;
 reg [31:0]baud_rate_rx;
always @(posedge clk )
begin
  case (baud_fix)
  2'b00 :begin
       baud_rate_tx =  baud_rate_tx_9600;
       baud_rate_rx =  baud_rate_rx_9600;
  end
  2'b01 : begin
    baud_rate_tx =  baud_rate_tx_19200;
    baud_rate_rx =  baud_rate_rx_19200;
  end
  2'b10 : begin
    baud_rate_tx =  baud_rate_tx_57600;
    baud_rate_rx =  baud_rate_rx_57600;
  end
  2'b11 : begin
    baud_rate_tx =  baud_rate_tx_115200;
    baud_rate_rx =  baud_rate_rx_115200;
  end
  endcase
end
  reg [31:0] counter1 = 0 ;
  reg [31:0] counter2 = 0 ;
  always @(posedge clk or posedge rst )
  begin
    if (rst)
    begin
      counter1 <= 0;
      clk_out1 <= 1'b0;
    end
    else if(counter1 == (baud_rate_tx-1))
    begin
      counter1 <= 0;
       clk_out1 <= 1'b1;
    end
    else 
    begin
     counter1 <= counter1+1'b1;
     clk_out1 <= 1'b0;
    end
  end
always @(posedge clk or posedge rst)
  begin
     if (rst)
    begin
      counter2 <= 0;
      clk_out2 <= 1'b0;
     end
   else if(counter2 == (baud_rate_rx -1))
    begin
      counter2 <= 0;
       clk_out2 <= 1'b1;
    end
    else 
    begin
     counter2 <= counter2+1'b1;
     clk_out2 <= 1'b0;
    end
  end
endmodule
module rx (
    input clk,
    input clk_out2,
    input rx,
    input rst,
    output reg rx_done,
    output reg [7:0] data_out
);
  reg [2:0]bit_pos ;
  reg [3:0] samp_cnt ;
  reg [1:0] state;
  reg [7:0] shift;
parameter rx_idle = 2'b00;
parameter rx_start = 2'b01;
parameter rx_data = 2'b10;
parameter rx_stop = 2'b11;  
always @(posedge clk or posedge rst)
begin
if (rst)
begin
     rx_done <=0;
     data_out <= 0;
     bit_pos <=0;
     samp_cnt <= 0;
     state <= rx_idle;
     shift <=0;
end
else 
begin
    rx_done <=1'b0;
    if (clk_out2)
    begin
       case(state)
           rx_idle :begin
                if(!rx)
                begin
                    state <= rx_start;
                    samp_cnt <= 1'b0;
                end
           end
           rx_start :begin
                if (samp_cnt == 4'd7)
                begin
                    if (!rx)
                begin
                     samp_cnt<=4'b0;
                     state <= rx_data;
                     bit_pos <= 3'b0;
                end
                else begin
                    state <= rx_idle;
                    samp_cnt <= 4'b0;
                end
                end
                else 
                begin
                    samp_cnt <= samp_cnt +1'b1;
                end
           end
           rx_data :begin
             if (samp_cnt == 4'd15) 
             begin
                   samp_cnt <=4'b0;
                   shift[bit_pos] <= rx;
                if (bit_pos == 3'd7)
                   begin
                      state <= rx_stop ;
                      bit_pos <= 3'b0;
                   end
                else 
                   begin
                       bit_pos <= bit_pos + 1'b1;
                   end
             end 
             else 
             begin
                samp_cnt <= samp_cnt +1'b1;
             end
           end
           rx_stop : begin
            if (samp_cnt == 4'd15)
            begin
                if (rx)
            begin
                data_out <= shift ;
                rx_done <= 1'b1;
            end
               state <= rx_idle; 
                samp_cnt <= 4'b0;
            end
            else 
             begin
                samp_cnt <= samp_cnt +1'b1;
             end
           end
           default : begin
            state <= rx_idle;
           end
       endcase
    end
end
end
endmodule
module top (
    input clk,
    input rst,
    input [1:0]baud_fix,
    input [7:0] data_in,
    input sbtn,
    input rx_pin,
    input loopback_en,     
    output tx,
    output [7:0] data_out
);
wire  clk_out1;
wire  clk_out2;
wire  rx_done;
wire  tx_busy;
wire  rx_int;
assign rx_int = loopback_en ? tx : rx_pin;
tx inst1 ( .clk(clk),
    .rst(rst),
    .clk_out1(clk_out1),
    .data_in(data_in),
    .sbtn(sbtn),
    .tx(tx),
    .tx_busy(tx_busy));
rx inst2 ( .clk(clk),
    .rst(rst),
    .clk_out2(clk_out2),
    .rx(rx_int),
    .rx_done(rx_done),
    .data_out(data_out))  ;
 baud inst3 (.clk(clk) ,
    .rst(rst) ,
    .baud_fix(baud_fix),
    .clk_out1(clk_out1),
    .clk_out2(clk_out2) )  ;   
endmodule
module tx (
    input clk,
    input rst,
    input clk_out1,
    input [7:0] data_in,
    input sbtn,
    output reg tx,
    output reg tx_busy
);
parameter idle = 2'b00;
parameter start = 2'b01;
parameter data = 2'b10;
parameter stop = 2'b11; 
reg [7:0] shift_reg ;
reg [2:0] bitpos ;
reg [1:0] state;
always @(posedge clk or posedge rst )
begin
  if (rst)
  begin
      tx <=1'b1;
      state <= idle;
      tx_busy <= 1'b0;
      shift_reg <= 8'b0;
      bitpos <= 3'b0;
  end
  else 
  begin
    case (state)
      idle : begin
        tx <= 1'b1;
        tx_busy <= 1'b0;
        if(sbtn)
        begin
            state <= start ;
            shift_reg <= data_in;
            tx_busy <= 1'b1;
        end
        else 
        state <= idle ;
      end
      start : begin
        if ((clk_out1)&&(!sbtn))
        begin
            tx <= 1'b0;
            state <= data ;
            bitpos <= 3'b0;
        end
        else 
        begin
        tx <= 1'b1;
        state <= start;
        end
      end
      data : begin
        if (clk_out1)
        begin
            tx <= shift_reg [bitpos];
            if(bitpos == 3'd7)
            begin
                state <= stop;
            end
            else 
            begin
                bitpos <=bitpos + 1'b1;
            end
        end
      end
      stop :begin
        if(clk_out1)
        begin
            state <= idle ;
            tx <= 1'b1;
            tx_busy <= 1'b0;
        end
      end
      default :begin
        tx <= 1'b1;
        state <= idle ;
        tx_busy <= 1'b0;
      end
    endcase
  end
end
endmodule
```
`/design/flow/run.sh`:
```
#!/bin/bash
# OpenROAD 26Q1-2900-gdf79404cd8, Yosys 0.63+post, stock flow scripts
make -C /OpenROAD-flow-scripts/flow DESIGN_CONFIG=/design/flow/config.mk WORK_HOME=/design/flow/orfs finish
```
`/design/flow/config.mk`:
```
export PLATFORM = sky130hd
export DESIGN_NAME = top
export DESIGN_NICKNAME = top
export VERILOG_FILES = /design/flow/design.v
export SDC_FILE = /design/flow/constraint.sdc
export NUM_CORES = 4
export LEC_CHECK = 1
export CORE_UTILIZATION = 40
```
`/design/flow/constraint.sdc`:
```
current_design top

set clk_period 5.0
set clk_io_pct 0.2

create_clock -name clk0 -period $clk_period [get_ports {clk}]

set non_clock_inputs [all_inputs -no_clocks]
set_input_delay [expr $clk_period * $clk_io_pct] -clock clk0 $non_clock_inputs
set_output_delay [expr $clk_period * $clk_io_pct] -clock clk0 [all_outputs]
```
==> impl_metrics.tcl <==
# implementation run metrics
set metrics [dict create \
    status "completed" \
    vias_per_cell 5.19 \
    drt_pass1_iterations 4 \
    slowest_stage "or4_4" \
    ys_sh_xor_pct 12.1 \
    netSwitchingFraction_pct 23.7 \
    ctsHtreeMaxLevel 4 \
    simple_gate_share_pct 23.5 \
    clk_pin_slew_ns 0.05 \
    fp_util_pct 41.1 \
    die_h_um 127 \
    setup_violations 0 \
    grt_usage_pct 15.8 \
    worst_path_largest_cell_delay_ns 0.53 \
    ff2ff_path_depth 8 \
    dp_hpwl_um 7690 \
    rows 45 \
    preCtsSetupSlack_ns 2.07 \
    power_frac_seq_pct 42.2 \
    mux_area_share_pct 4.95 \
    area_leaders "dfrtp_1 43%, xor2_1 7.2%, nor2_1 5.4%" \
    grt_max_degree 61 \
    period_minus_slack_ns 2.93 \
    routabilityCongestion 0.839 \
    pwr-share-comb_pct 8.5 \
    n_fill_cell 1342 \
    power.leakage_nw 3.20 \
    crit_required_ns 5.27 \
    detail-route-antenna-nets 0 \
    rsz0062_at_grt "no" \
    insertion_delay_ns 0.41 \
    warnings 32 \
    dieArea_mm2 0.0161 \
    max_freq_ghz 0.341 \
    areaGrowthSynthToFinish_pct 16.1 \
    r2r_slack_ns 2.07 \
    die_w_um 127 \
    reg_top3 "inst3.counter1 x32, inst3.counter2 x32" \
    arrival_ns 3.20 \
    async_reset_ff_share_pct 92.4 \
    drv_cap 0 \
    min_period_over_period_pct 58.6 \
    hp-start "inst2.shift[0]" \
    tightest_slew_ns 0.782 \
    max-vdd-ir-drop_mv 0.219 \
    drc_errors 0 \
    r2r-end "inst3.counter2[5]" \
    slew_headroom_pct 47.5 \
    avgSynthCellArea_um2 9.69 \
    finClkSkew_ns 0.00664 \
    power_density_mw_per_mm2 353 \
    grt_first_pass_wirelength_um 20300 \
    cts_setup_buffers 0 \
    synth_top_flop_cell "dfrtp_1" \
    edf_count 0 \
    diodes 0 \
    top_area_share_pct 42.5 \
    cts_sinks 118 \
    ys_types 60 \
    io_buffers 23 \
    yosys.area_share.aoi_pct 6.05 \
    crit_type "flop to flop" \
    worstPathMaxFanout 33 \
    drtIter0Drc 309 \
    fin_ws_ns 2.07 \
    top_logic_kind "simple AND/OR/NAND/NOR gates" \
    cts_resized 0 \
    ys_area_mm2 0.00624 \
    synth-seq-area-share_pct 46.7 \
    antenna_found_initial 0 \
    whs_endpoint "inst2.shift[0]" \
    synth_flops 118 \
    setup-tns-final_ns 0 \
    post-place-cells 836 \
    hold_violations 0 \
    end_kind "flop" \
    cts_tree "yes" \
    post-synth-top-count-cell "dfrtp_1" \
    yosysWarningCount 3 \
    path_cells "inv_1, ha_1, or3b_2, or3_1, or4_4, a211oi_4, buf_4, nor2_1" \
    whs_path_depth 2 \
    numCtsBuffers 17 \
    ctsHoldBuffers 0 \
    start_kind "flop" \
    grt-ovfl-total 0 \
    fin_cells 868 \
    p_int_w 0.00195 \
    core-area_mm2 0.0152 \
    common_cells "106 x dfrtp_1, 89 x nor2_1, 54 x nand2_1" \
    yosysTopAreaCell "dfrtp_1" \
    clkPwrFrac_pct 49.3 \
    first_global_vias 4399 \
    avgRoutedWirePerCell_um 13.3 \
    min_path_type "flop to flop" \
    syn_area_mm2 0.00624 \
    drv_slew 0 \
    vias 4506 \
    cts_root_buffer "clkbuf_16" \
    pin_count 24 \
    p_sw_w 0.000606 \
    finalCoreUtilization_pct 47.7 \
    fa_ha_area_share_pct 3.41 \
    drive_gt1_share_pct 11.5 \
    syn_inst 644 \
    yosysCellCount 644 \
    cts.path.max_buffers 2 \
    wl_um 11500 \
]
-- metrics by stage --
step                      power (W)  area [um^2]  hold WS [ns]
final                       0.00256         7240         0.495
after global routing        0.00267         7240         0.517
after CTS                   0.00258         7240         0.494
after detailed placement    0.00131         6620         0.482
after global placement      0.00130         6620         0.467
after floorplan             0.00126         6240         0.445
-- critical path: cells and delay by family, from the launching register on --
family	cells	cell delay, ns
AND/OR/NAND/NOR	4	1.47
adder cells (fa/ha/maj)	1	0.28
AND-OR/OR-AND	1	0.23
flip-flops	1	0.36
buffers and inverters	2	0.45
-- worst max-delay path by stage --
stage	end	slack [ns]
CTS	inst3.counter2[5]	2.06
finish	inst3.counter2[5]	2.07
global route	inst3.counter2[14]	1.87
-- kinds of logic after synthesis --
family | after synthesis
compound gates | 57
xor+xnor | 86
fa+ha+maj | 17
buf+inv | 47
flops | 118
mux | 26
simple gates | 293
-- cell type report --
cell class	count	area, um^2	share of cell area [%]
clock buffer	19	443	6.11
tap	188	235	3.25
clock inverter	13	180	2.49
inverter	23	88.8	1.23
sequential	118	2910	40.2
multi-input combinational	479	3120	43.0
timing repair buffer	28	268	3.70
-- cells in the final DEF, fill, tap and decap left out, drive strengths merged, types with 4 or more instances in the layout --
cell             n
a21oi           10
a31oi            6
and3            11
and4             4
buf              5
bufinv           4
clkbuf          19
clkdlybuf4s50   23
clkinv           4
clkinvlp         5
dfrtp          106
dfxtp            9
ha              17
inv             23
mux2            19
mux2i            5
nand2           54
nand2b           4
nand3           35
nand4           25
nor2            94
nor2b            4
nor3            19
nor4            12
o21ai           19
or2              6
or3              4
or4              6
xnor2           35
xor2            51
-- per-layer routing --
layer  vias up  part of all wire [%]  track usage [%]
li1       2283                     -                -
met5         -                     0                0
met3         8                   3.3             3.31
met4         0                  0.88             1.68
met1      2157                    50             24.1
met2        58                    46             24.9
-- power groups by stage --
stage	sequential [W]	clock, W	combinational, W
after global routing	0.00109	0.00133	0.000249
final	0.00108	0.00126	0.000216
after CTS	0.00108	0.00129	0.000219
Power figures rest on the tool's default switching activity, not on a simulated workload.
